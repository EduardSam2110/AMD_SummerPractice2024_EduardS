### flow/config.mk
export PLATFORM = sky130hd
export DESIGN_NAME = MUX21
export DESIGN_NICKNAME = MUX21
export VERILOG_FILES = /design/flow/design.v
export SDC_FILE = /design/flow/constraint.sdc
export NUM_CORES = 4
export LEC_CHECK = 1
export CORE_AREA = 10 10 70 70
export DIE_AREA = 0 0 80 80
### flow/constraint.sdc
current_design MUX21

set clk_period 1.0
set clk_io_pct 0.2

create_clock -name clk0 -period $clk_period

set non_clock_inputs [all_inputs -no_clocks]
set_input_delay [expr $clk_period * $clk_io_pct] -clock clk0 $non_clock_inputs
set_output_delay [expr $clk_period * $clk_io_pct] -clock clk0 [all_outputs]
### flow/design.v
module MUX21#(parameter SIZE = 32)(
        input [SIZE-1:0] IN0,
        input [SIZE-1:0] IN1,
        input SEL,
        output [SIZE-1:0] OUT
);
    assign OUT = (SEL == 0) ? IN0 : IN1;
endmodule
### flow/run.sh
#!/bin/bash
# OpenROAD 26Q1-2900-gdf79404cd8, Yosys 0.63+post, stock flow scripts
make -C /OpenROAD-flow-scripts/flow DESIGN_CONFIG=/design/flow/config.mk WORK_HOME=/design/flow/orfs finish
==> Slide: Implementation Results <==
Key Metrics from the Run

Power and ir drop
  – Leakage: 0.990 nW
  – Pwr/cell area: 389 nW/um^2
  – VDD IR max: 173 uV
  – Total power: 0.660 mW

Global route
  – GRT Total Usage: ~7.9%
  – Grt total ovfl: 0
  – Largest net degree at the start of global routing: 8
  – First-pass GRT wire length: 4150 microns
  – Number of global-route vias before repair: 824
  – Initial antenna violation count: 0

Floorplan
  – Die span in x: 80 microns
  – # IOs: 97
  – Pre-Place Util: between 15 and 20%
  – Std cell rows: 21
  – Core area: 3420 sq um
  – Die Area: 6400 sq um
  – Die Ht: 80 microns

Synth
  – Yosys cell count: 36
  – YS warnings: 0
  – Cell type with the largest total area: mux2_4
  – Post-Syn Area: between 500 and 600 sq um
  – Post-Synth Simple-Gate Area: 0%
  – Top cells, area: mux2_4 83%, buf_12 11%, mux2_2 4.1%, buf_6 2.1%
  – Synthesized area per cell: 15.1 sq um
  – Cell Type Count: 4
  – Main logic family: multiplexers
  – Cells after Synth: 36
  – Aoi share: 0%
  – Dominant cell area share: 82.8%
  – Chip area line of the yosys report: 544 sq um
  – Yosys xor share: 0%
  – Mux share: 86.9%
  – Register share after synthesis: 0%
  – Adder share: 0%

Final timing
  – Final Hold Viols: 0
  – Slew headroom: a little over nine tenths
  – Tcrit/Tclk final: 118%
  – Final setup viols: 32
  – Worst Hold Slack: 0.694 ns
  – Pins over their slew limit: 0
  – Worst Tran Pin Value: 0.0611 ns
  – RSZ-0062 raised after global routing: yes
  – Setup WS post-layout: -0.175 ns
  – Minimum clock period: 1.18 ns
  – FMAX: about 850 MHz

Min path
  – Hold Crit Class: in -> out

Route
  – Via/cell ratio: 3.80
  – Post-route DRC: 0
  – Initial DRC Count: 4
  – N_diodes: 0
  – Vias: 730
  – Antenna viol nets, final: 0
  – Router iterations before antenna repair: 2
  – Final WL: 2850 microns
  – DR WL/cell: 14.8 microns

Finish
  – Flop count: 0
  – Register area: 0 sq um
  – Final Core Density: between 40% and 50%
  – Share of layout cells above drive strength 1: a little under three fifths
  – Area grow syn2layout: 212%
  – Clock buf count: 0
  – Filler cell count: 327

Critical path
  – Crit-path max FO: 7
  – Arrival @ worst endpoint: between 0.9 and 1 ns
  – Startpoint Class: input port
  – CP endpoint kind: output port
  – Crit Path Category: in -> out
  – Crit path DRT: 0.80 ns

Placement
  – GPL Wtd Cong: 0.760
  – Detailed placer's ending HPWL: around 2400 microns
  – PortBufs: 97

Flow run
  – Log Warnings: 34
  – Max-Cap Viols: 0

Status
  – Status: complete, but fails checks
  – Failing checks: negative setup slack
[synth_stat cells]
cell type and n:
buf_6 1, buf_12 3, mux2_2 2, mux2_4 30
[cells in the final DEF, fill, tap and decap left out]
| master | count |
|---|---|
| buf_16 | 1 |
| buf_12 | 3 |
| buf_8 | 3 |
| buf_6 | 29 |
| clkdlybuf4s50_1 | 10 |
| buf_4 | 2 |
| mux2_4 | 32 |
| dlygate4sd2_1 | 40 |
| dlymetal6s2s_1 | 14 |
| buf_2 | 12 |
[worst max-delay path, cell delays in order]
cell	delay, ns
buf_12	0.11
buf_12	0.13
buf_8	0.12
mux2_4	0.30
buf_6	0.11
[report_power, final]
part | switching (mW) | internal, mW
combinational | 0.141 | 0.519
sequential | 0 | 0
clock | 0 | 0
[metal layers]
metal / vias to the layer above / part of all wire, % / GRT usage [%]
li1: 362 / - / -
met4: 0 / 0 / 0
met5: - / 0 / 0
met2: 51 / 49 / 14.3
met1: 317 / 40 / 8.97
met3: 0 / 11 / 3.07
[timing repair]
| action | in CTS | in global routing |
|---|---|---|
| gates resized | 170 | 23 |
| hold buffers | 0 | 0 |
| buffers inserted | 14 | 0 |
| endpoints found under the setup margin | 32 | 32 |
| hold endpoints to repair | 0 | 0 |
| cloned | 1 | 0 |
[path summary, 6_finish.rpt]
kind	startpoint	end	slack, ns	cells after the start
worst max-delay path	SEL	OUT[31]	-0.18	5
worst min-delay path	IN0[24]	OUT[24]	0.69	3
[cells by family after synthesis]
group and after synthesis:
mux 32, buf+inv 4
[metrics by stage]
stage	setup slack (ns)	setup TNS (ns)	instance area, sq um	std cells
finish	-0.175	-5.03	1700	192
global route	-0.194	-5.62	1700	192
CTS	-0.178	-5.20	1610	192
detailed placement	-0.497	-15.27	1540	177
global placement	-0.492	-15.25	1540	177
floorplan	0.0669	0	544	36
[cell type report]
cell class                      instances  area [sq um]  share of cell area (%)
Multi-Input combinational cell         32           480                    28.3
Tap cell                               46          57.6                    3.39
Timing Repair Buffer                  114          1160                    68.3
No activity file was given, so power comes from the tool's default toggle rates.
